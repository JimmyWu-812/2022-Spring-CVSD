==> flow/design.v <==
module alu #(
    parameter INT_W  = 4,
    parameter FRAC_W = 6,
    parameter INST_W = 4,
    parameter DATA_W = INT_W + FRAC_W
)(
    input                     i_clk,
    input                     i_rst_n,
    input                     i_valid,
    input signed [DATA_W-1:0] i_data_a,
    input signed [DATA_W-1:0] i_data_b,
    input        [INST_W-1:0] i_inst,
    output                    o_valid,
    output       [DATA_W-1:0] o_data
);  
reg [DATA_W-1:0] o_data_w, o_data_r;
reg              o_valid_w, o_valid_r;
wire [18:0] MIN_THRESHOLD, MAX_THRESHOLD;
wire [9:0]  MIN_VALUE, MAX_VALUE;
wire [9:0]  alu_data_a, alu_data_b;
wire [3:0]  alu_inst;
wire [18:0] o_data_r_extended;
wire        overflow_ADD_pos, overflow_ADD_neg, overflow_SUB_pos, overflow_SUB_neg;
wire        overflow_MUL_pos, overflow_MUL_neg, overflow_MAC_pos, overflow_MAC_neg;
wire [9:0]  alu_ADD_tmp, alu_SUB_tmp;
wire [18:0] alu_MUL_tmp, alu_MAC_tmp;
wire [12:0] alu_MUL_tmp_rounded, alu_MAC_tmp_rounded;
wire [9:0]  alu_ADD, alu_SUB, alu_MUL, alu_MAC, alu_TANH;
wire [9:0]  alu_ORN, alu_CLZ, alu_CTZ, aku_CPOP, alu_ROL;
assign o_valid = o_valid_r;
assign o_data = o_data_r;
assign MIN_THRESHOLD = 13'b0000111_111111;
assign MAX_THRESHOLD = 13'b1111000_000000;
assign MIN_VALUE = 10'b1000_000000;
assign MAX_VALUE = 10'b0111_111111;
assign alu_data_a = i_valid ? i_data_a : 0;
assign alu_data_b = i_valid ? i_data_b : 0;
assign alu_inst = i_valid ? i_inst   : 4'b1111;
assign o_data_r_extended = {{3{o_data_r[9]}}, o_data_r, 6'b0};
assign alu_ADD_tmp = $signed(alu_data_a)+$signed(alu_data_b);
assign alu_SUB_tmp = $signed(alu_data_a)-$signed(alu_data_b);
assign alu_MUL_tmp = $signed(alu_data_a)*$signed(alu_data_b);
assign alu_MUL_tmp_rounded = alu_MUL_tmp[5] ? alu_MUL_tmp[18:6]+1 : alu_MUL_tmp[18:6];
assign alu_MAC_tmp = $signed(alu_MUL_tmp)+$signed(o_data_r_extended);
assign alu_MAC_tmp_rounded = alu_MAC_tmp[5] ? alu_MAC_tmp[18:6]+1 : alu_MAC_tmp[18:6];
assign overflow_ADD_pos = ~alu_data_a[9] & ~alu_data_b[9] &  alu_ADD_tmp[9];
assign overflow_ADD_neg =  alu_data_a[9] &  alu_data_b[9] & ~alu_ADD_tmp[9];
assign overflow_SUB_pos = ~alu_data_a[9] &  alu_data_b[9] &  alu_SUB_tmp[9];
assign overflow_SUB_neg =  alu_data_a[9] & ~alu_data_b[9] & ~alu_SUB_tmp[9];
assign overflow_MUL_pos = ~alu_MUL_tmp_rounded[12] & (alu_MUL_tmp_rounded > MIN_THRESHOLD);
assign overflow_MUL_neg =  alu_MUL_tmp_rounded[12] & (alu_MUL_tmp_rounded < MAX_THRESHOLD);
assign overflow_MAC_pos = ~alu_MAC_tmp_rounded[12] & (alu_MAC_tmp_rounded > MIN_THRESHOLD);
assign overflow_MAC_neg =  alu_MAC_tmp_rounded[12] & (alu_MAC_tmp_rounded < MAX_THRESHOLD);
assign alu_ADD = overflow_ADD_pos ? MAX_VALUE : 
                 overflow_ADD_neg ? MIN_VALUE : alu_ADD_tmp;
assign alu_SUB = overflow_SUB_pos ? MAX_VALUE : 
                 overflow_SUB_neg ? MIN_VALUE : alu_SUB_tmp;
assign alu_MUL = overflow_MUL_pos ? MAX_VALUE : 
                 overflow_MUL_neg ? MIN_VALUE : alu_MUL_tmp_rounded;
assign alu_MAC = overflow_MAC_pos ? MAX_VALUE : 
                 overflow_MAC_neg ? MIN_VALUE : alu_MAC_tmp_rounded;
assign alu_TANH = alu_data_a[9] ? (
                  (alu_data_a < 10'b1110_100000) ? 10'b1111_000000 : 
                  (alu_data_a < 10'b1111_100000) ? {1'b1, alu_data_a[9:1]} + 10'b1111_110000 : alu_data_a) : (
                  (alu_data_a > 10'b0001_100000) ? 10'b0001_000000 : 
                  (alu_data_a > 10'b0000_100000) ? {1'b0, alu_data_a[9:1]} + 10'b0000_010000 : alu_data_a);
always@(*) begin
    o_data_w = 10'b0;
    o_valid_w = 1'b0;
    case(i_inst)
        4'b0000: o_data_w = alu_ADD;
        4'b0001: o_data_w = alu_SUB;
        4'b0010: o_data_w = alu_MUL;
        4'b0011: o_data_w = alu_MAC;
        4'b0100: o_data_w = alu_TANH;
    endcase
    o_valid_w = i_valid;
end
always@(posedge i_clk or negedge i_rst_n) begin
    if (!i_rst_n) begin
        o_data_r <= 0;
        o_valid_r <= 0;
    end else begin
        o_data_r <= o_data_w;
        o_valid_r <= o_valid_w;
    end
end
endmodule
==> flow/run.sh <==
#!/bin/bash
# OpenROAD 26Q1-2900-gdf79404cd8, Yosys 0.63+post, stock flow scripts
make -C /OpenROAD-flow-scripts/flow DESIGN_CONFIG=/design/flow/config.mk WORK_HOME=/design/flow/orfs finish
==> flow/config.mk <==
export PLATFORM = sky130hd
export DESIGN_NAME = alu
export DESIGN_NICKNAME = alu
export VERILOG_FILES = /design/flow/design.v
export SDC_FILE = /design/flow/constraint.sdc
export NUM_CORES = 4
export LEC_CHECK = 1
export CORE_UTILIZATION = 40
==> flow/constraint.sdc <==
current_design alu

set clk_period 9.2
set clk_io_pct 0.2

create_clock -name clk0 -period $clk_period [get_ports {i_clk}]

set non_clock_inputs [all_inputs -no_clocks]
set_input_delay [expr $clk_period * $clk_io_pct] -clock clk0 $non_clock_inputs
set_output_delay [expr $clk_period * $clk_io_pct] -clock clk0 [all_outputs]
==> impl_metrics.tcl <==
# yosys + openroad results
set metrics [dict create \
    cpPeakStageDelay_ns 0.61 \
    hold_viol_final 0 \
    die_y_microns 138 \
    die_w_microns 138 \
    ys.flop_type "dfrtp_1" \
    stdcell_area_sq_mm 0.0102 \
    grt_pass1_wl_microns 35900 \
    async_flop_share_pct 100 \
    critPathRequiredTime_ns 9.32 \
    vias 7307 \
    path_clk_slew_ns 0.05 \
    end_kind "register" \
    cts_sinks 11 \
    grt_max_degree 20 \
    tightest_slew_ns 0.668 \
    cts_max_path_buffers 2 \
    routed_via_density 5.36 \
    io_pins 38 \
    final_max_slew_viol_count 0 \
    period_used_pct 97.4 \
    initCoreUtil_pct 40.9 \
    logic_family "adder cells" \
    num_antenna_cells 0 \
    power.density_mw_per_mm2 398 \
    postSynthAreaPerCell_sq_um 8.00 \
    synth_cell_types 80 \
    wl_microns 22700 \
    overflow 0 \
    netlist.area_leader.share_pct 24.0 \
    critPathLaunchType "input pin" \
    final_cells 1364 \
    clk_latency_ns 0.24 \
    drt_iter0_drc 473 \
    cts_root_buf "clkbuf_16" \
    grt_pass1_vias 7045 \
    drtAntennaViolNets 0 \
    max_freq_mhz 112 \
    cellLeakagePower_nw 5.17 \
    hold_path.class "register to register" \
    grt.total_usage_pct 25.8 \
    cp_common_cell "fa_1" \
    peakVddDrop_mv 0.577 \
    dpl.hpwl_microns 19700 \
    fa_ha_area_share_pct 38.1 \
    syn_area_sq_mm 0.00735 \
    hold_buffers 0 \
    cp_max_fo 7 \
    clock-skew-final_ns 0.00538 \
    synth.area.top_cells "fa_1 (24%), ha_1 (14%), inv_1 (6.6%)" \
    simple_gate_share_pct 21.6 \
    h-tree-depth 1 \
    drv_cap 0 \
    post-route-min-period_ns 8.96 \
    rows 49 \
    synth-edff-count 0 \
    netlist_instances 919 \
    syn2layout_area_growth_pct 38.5 \
    cts_tree "yes" \
    synth-compound-area-share_pct 19.1 \
    place_area_sq_mm 0.00955 \
    synth-seq-cells 11 \
    warnings 39 \
    core_area_sq_mm 0.0180 \
    finalSetupViolCount 0 \
    xor_share_pct 6.95 \
    routedWlPerCell_microns 16.7 \
    arrival_ns 9.08 \
    antenna_found_initial 0 \
    cp_slowest_cell "fa_2" \
    dp_cells 1337 \
    mux_share_pct 1.52 \
    critical_path_class "input pin to register" \
    relSlewSlack_pct 55.1 \
    yosysCellCount 919 \
    status "completed" \
    drive_above_1_share_pct 30.0 \
    finalSetupTns_ns 0 \
    drtPass1Iterations 5 \
    drc 0 \
    cts_buffers 3 \
    yosys-stat-area_sq_mm 0.00735 \
    port_buffers 37 \
    gp_congestion 0.967 \
    ys_seq_share_pct 3.75 \
    top_area_cell "fa_1" \
    ys_warn_count 1 \
    dieArea_sq_mm 0.0189 \
]
[through the flow]
stage | utilization (%) | power, mW | hold slack (ns) | setup WS, ns
4_1_cts | 54.0 | 3.72 | 0.884 | 0.0136
5_1_grt | 56.7 | 4.40 | 0.928 | -0.0186
3_3_place_gp | 53.1 | 3.52 | 0.878 | -0.360
3_5_place_dp | 53.1 | 3.53 | 0.872 | -0.438
2_1_floorplan | - | 2.13 | 0.743 | 0.00248
6_report | 56.7 | 4.05 | 0.897 | 0.243
[synth_stat cells (4+ instances only)]
library cell	instances
a22oi_1	4
o22ai_1	8
nor3_1	18
buf_2	7
fa_1	88
inv_1	129
nand2b_1	20
ha_1	83
xor2_1	19
a31oi_1	5
a211o_1	10
buf_1	4
o221ai_1	6
o2111ai_1	5
nand4_1	8
nor2_1	42
o21ai_1	4
nand2_1	88
dfrtp_1	11
nor4_1	5
or2_2	6
a22o_1	5
o211ai_1	15
nor3_2	4
xnor2_1	34
and2_1	18
a211oi_1	8
and4_1	5
o21ai_0	28
o21bai_1	5
nand3_1	17
and3_1	47
a221o_1	4
mux2i_1	10
a21oi_1	41
nor3b_1	4
clkbuf_1	32
a21o_1	11
[where the power goes]
part	switching (mW)	internal (mW)	total, mW
clock	0.0225	0.0576	0.0801
combinational	1.84	2.03	3.87
sequential	0.0293	0.0693	0.0985
[state kept, by name, indices dropped and copies added (netlist names)]
signal / count
o_data_r: 10
o_valid_r: 1
[cells by family after synthesis]
family | count (synthesis)
simple gates | 302
compound gates | 195
buf+inv | 174
fa+ha+maj | 171
xor+xnor | 55
mux | 11
flops | 11
[cell type report]
class / count / area [sq um]
Clock buffer: 3 / 75.1
Clock inverter: 1 / 5.00
Fill cell: 1559 / 7780
Inverter: 131 / 498
Multi-Input combinational cell: 734 / 6970
Sequential cell: 11 / 275
Tap cell: 229 / 287
Timing Repair Buffer: 255 / 2070
[per-layer routing]
metal	share of wire, %	up-vias	GRT usage, %
met5	0	-	0
li1	-	3615	-
met4	3.0	0	7.14
met3	5.5	38	4.24
met2	46	216	41.7
met1	45	3438	36.5
[cells in the final DEF, fill, tap and decap left out, types with 19 or more instances in the layout]
cell type,netlist,final
and3_1,47,45
ha_1,83,61
o21ai_0,28,25
inv_1,129,120
xnor2_1,34,29
xor2_1,19,19
nand2_1,88,82
nor2_1,42,39
a21oi_1,41,36
buf_4,0,211
fa_1,88,85
nand2b_1,20,19
[timing repair]
item / in CTS / in global routing
pin swaps: 10 / 68
resized: 14 / 84
endpoints found under the setup margin: 7 / 10
buffers inserted: 3 / 20
[final timing paths]
check / start / end / slack [ns] / cells past startpoint
max in group asynchronous: i_rst_n / o_data_r[9] / 6.90 / 1
worst max register to register: o_data_r[0] / o_data_r[4] / 5.42 / 14
min in group asynchronous: i_rst_n / o_valid_r / 1.95 / 1
worst max-delay path: i_data_a[9] / o_data_r[4] / 0.24 / 25
worst min-delay path: o_data_r[0] / o_data_r[0] / 0.90 / 4
worst min register to register: o_data_r[0] / o_data_r[0] / 0.90 / 4
[worst max-delay path, delay by kind of cell]
kind                       cells  cell delay (ns)
and+or+nand+nor                5             1.13
AOI/OAI and AO/OA              8             1.78
buffers and inverters          3             0.59
xor gates and xnor gates       2             0.56
adders and majority gates      7             3.18
Power and IR drop assume default switching activity.
